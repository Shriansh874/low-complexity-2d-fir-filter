<file path="flow/design.v">
`timescale 1ns/1ps
module fir24_pruned_q15 #(
    parameter L           = 65,      
    parameter NZ          = 24,     
    parameter IN_W        = 16,     
    parameter COEF_W      = 16,    
    parameter MUL_W       = 32,   
    parameter ACC_W       = 40     
)(
    input  wire                      clk,
    input  wire                      rst_n,
    input  wire signed [IN_W-1:0]    data_in,
    input  wire                      data_in_valid,
    output reg  signed [ACC_W-1:0]   data_out,
    output reg                       data_out_valid
);
    localparam signed [COEF_W-1:0] COEF_ROM [0:NZ-1] = {
        16'sh009A,       
        16'sh00DF,       
        16'shFE0F,        
        16'shFE00,       
        16'shFF5F,       
        16'shFB71,        
        16'sh0073,        
        16'shFB4E,       
        16'sh003B,       
        16'sh02F7,        
        16'shFFB5,        
        16'sh2858,        
        16'shC2D9,        
        16'sh2858,       
        16'shFFB5,       
        16'sh02F7,       
        16'sh003B,        
        16'shFB4E,       
        16'sh0073,        
        16'shFB71,      
        16'shFE00,        
        16'shFE0F,       
        16'sh00DF,        
        16'sh009A     
    };
    localparam [6:0] NONZERO_IDX [0:NZ-1] = {
        7'd17,  7'd19,  7'd21,  7'd23,  7'd24,  7'd25,  7'd26,
        7'd27,  7'd28,  7'd29,  7'd30,  7'd31,  7'd32,  7'd33,
        7'd34,  7'd35,  7'd36,  7'd37,  7'd38,  7'd39,  7'd41,
        7'd43,  7'd45,  7'd47
    };
    reg signed [IN_W-1:0] dline [0:L-1];
    integer i;
    always @(posedge clk)
        if (data_in_valid) begin
            for (i=L-1; i>0; i=i-1)
                dline[i] <= dline[i-1];
            dline[0] <= data_in;
        end
    localparam ST_IDLE = 2'd0,
               ST_MAC  = 2'd1,
               ST_OUT  = 2'd2;
    reg [1:0] state;
    reg [5:0] k;                        
    reg signed [ACC_W-1:0] acc;
    reg signed [MUL_W-1:0] mult;
    always @(posedge clk or negedge rst_n) begin
        if (!rst_n) begin
            state          <= ST_IDLE;
            k              <= 0;
            acc            <= 0;
            data_out       <= 0;
            data_out_valid <= 0;
        end else begin
            data_out_valid <= 0;
            case (state)
            ST_IDLE: if (data_in_valid) begin
                k   <= 0;
                acc <= 0;
                state <= ST_MAC;
            end
            ST_MAC: begin
                mult <=  $signed(dline[ NONZERO_IDX[k] ]) *
                         $signed(COEF_ROM[k]);
                acc  <=  acc + {{(ACC_W-MUL_W){mult[MUL_W-1]}}, mult};
                if (k == NZ-1)
                    state <= ST_OUT;
                else
                    k <= k + 1'b1;
            end
            ST_OUT: begin
                data_out       <= acc;
                data_out_valid <= 1'b1;
                state          <= ST_IDLE;
            end
            endcase
        end
    end
endmodule
</file>
<file path="flow/constraint.sdc">
current_design fir24_pruned_q15

set clk_period 23.1
set clk_io_pct 0.2

create_clock -name clk0 -period $clk_period [get_ports {clk}]

set non_clock_inputs [all_inputs -no_clocks]
set_input_delay [expr $clk_period * $clk_io_pct] -clock clk0 $non_clock_inputs
set_output_delay [expr $clk_period * $clk_io_pct] -clock clk0 [all_outputs]
</file>
<file path="flow/run.sh">
#!/bin/bash
# OpenROAD 26Q1-2900-gdf79404cd8, Yosys 0.63+post, stock flow scripts
make -C /OpenROAD-flow-scripts/flow DESIGN_CONFIG=/design/flow/config.mk WORK_HOME=/design/flow/orfs finish
</file>
<file path="flow/config.mk">
export PLATFORM = sky130hd
export DESIGN_NAME = fir24_pruned_q15
export DESIGN_NICKNAME = fir24_pruned_q15
export VERILOG_FILES = /design/flow/design.v
export SDC_FILE = /design/flow/constraint.sdc
export NUM_CORES = 4
export LEC_CHECK = 1
export CORE_UTILIZATION = 40
export SYNTH_HDL_FRONTEND = slang
</file>
==> summary.txt <==
Notes on the physical design

The final timing report derives a shortest allowable period of 10,710 ps. The die span in y is 338.7 µm. The number of synthesized flops with an enable pin is 800.

Post-CTS repair ended up resizing 0 cells. The post-route setup TNS is 0 ps. After synthesis, the mean cell area works out to 15.64 µm². STA shows the worst reg2reg path with a cell count of 27. The report counts max-capacitance violations totalling 0. The layout summary lists the proportion of cells stronger than drive strength 1 as 0.1330. The repair_antennas step left the layout with diodes totalling 0.

The data required time at the worst endpoint is 23,470 ps. The top-level I/O count is 60. For this run, asynchronously set or reset flops after synthesis account for 0.1011. Across all stage logs, warnings added up to 33. The worst-case max-slew headroom was logged as 0.3430. After clock tree synthesis, the setup repair step added 0 buffers. In the final report, the number of pins over their slew limit comes to 0. After synthesis the cells add up to 45,340 µm². During placement, the flow inserted port buffers numbering 59. The combinational share of power is 0.309.

The number of rows in the core area is 123. Yosys stat counts 2,899 cells in the synthesized netlist. The final report gives the core utilization as 0.4470.

The number of levels the H-tree was split into is 3. The report shows a maximum critical-path fanout of 47. The final power report lists total power as 4991 µW. Measured along the x axis, the die boundary spans 338.7 µm. The number of hold violations in the final report is 0. The via density per instance is 5.377. The final layout contains routed wiring with a total length of 87,890 µm. Yosys reports a chip area of 45,340 µm².

Relative to the synthesized area, the layout overhead comes to 10.91%. In this run the clock root is driven by a sky130_fd_sc_hd__clkbuf_16. The start point of the critical path is k[3]. For this run, the final setup violation count is recorded as 0. Detailed placement ended at an HPWL of 58,430 µm.

The core footprint is 112,500 µm². The maximum clock path buffer count is 3. The number of clock sinks is 890.

The analysis attributes to net switching a power of 1563 µW. The leakage dissipation is 0.01880 µW. The post-CTS hold buffer count recorded in the log is 0.

The switching portion of total power comes to 0.3131. The post-synthesis sequential element count is 890. The launching point of the worst reg2reg path is k[3]. The dominant register cell in the synthesized netlist is sky130_fd_sc_hd__edfxtp_1.

In the final run the clock tree shows a worst skew of 37.69 ps. The clock insertion delay at the later pin of the skew report is 670 ps. The tally of nets with antenna violations remaining after routing is 0. The clock buffer count from CTS is 93.

The run finished with clean final reports. Setup repair after global routing left no endpoint under its margin. Across every metal layer, demand over resource in global routing totals 0.1715.

The detailed-route DRC error count is 0. Entering global routing, the biggest net connects 135 pins. At the pin with the least slew margin, the transition time is 983.1 ps. In the layout the commonest cells are 800 x sky130_fd_sc_hd__edfxtp_1, 310 x sky130_fd_sc_hd__inv_1, 264 x sky130_fd_sc_hd__fa_1. The initial antenna violation count is 0. Post-route period utilization is reported as 0.4636. Of the synthesized area, sequential elements account for 0.5795. The first TritonRoute pass finished after 9 iterations. Once iteration 0 of detailed routing completed, the report listed 1,497 DRC markers. TritonCTS built the clock tree. The number of inserted filler cells in the final layout is 9,658. The portion of total power attributed to sequential cells is 0.409. Detailed routing inserted a total of 24,400 vias.

The largest vdd supply drop is 0.06082 mV. The tightest min-delay check is of the register to register type. STA classifies the critical path endpoint as a register.

At the floorplan stage, the core utilization is reported as 0.4030. The total area of multi-input combinational cells is 17,050 µm². The Yosys warning count is 0.

The power report attributes to the clock group a share of 0.283. Per the layout area report, the register area comes to 26,280 µm². In the final routed layout, each cell accounts on average for 19.37 µm. In the setup report, the worst path falls into the class register to register. Per the timing report, the achievable frequency comes out to 93.39 MHz. The number of stages on the worst hold path is 0. The number of global-route vias before repair is 26,500. The total congestion overflow after global routing is 0.

The die covers 114,700 µm². Power spread over the standard cell area amounts to 99.24 nW/µm². The number of unique standard cell types used by synthesis is 84. The first global-routing pass estimated 145,100 µm of wire. The final estimated routing congestion in global placement is 0.9320. The registers of the reported paths see a clock transition of 60 ps. The worst endpoint data arrival time is 11,080 ps. STA lists the startpoint of the worst hold path as dline[7][14].

Cell internal power was estimated by the tool at 3428 µW. The cell count after synthesis is 2,899. The startpoint type of the worst setup path is a register. The top cell type in the final layout, fill and taps aside, is sky130_fd_sc_hd__edfxtp_1.
worst paths after layout:
kind                                end  slack [ps]
setup / recovery               mult[31]       12390
hold / removal             dline[8][14]         410
setup reg to reg               mult[31]       12390
hold reg to reg            dline[8][14]         410
max in group asynchronous       acc[20]       17990
min in group asynchronous   data_out[0]        3860
cell type report:
| cell class | instances | area share |
|---|---|---|
| tap | 1500 | 0.03732 |
| timing repair buffer | 102 | 0.01871 |
| clock buffer | 119 | 0.04946 |
| clock inverter | 50 | 0.008758 |
| inverter | 324 | 0.02418 |
| multi-input combinational | 1552 | 0.3391 |
| sequential | 890 | 0.5225 |
power groups by stage:
stage	clock network, µW	logic [µW]	registers [µW]
4_1_cts	1460	1550	2040
5_1_grt	1530	1760	2060
6_report	1410	1540	2040
critical path, cell delays in order, from the launching register on:
cell	delay (ps)
sky130_fd_sc_hd__dfrtp_1	920
sky130_fd_sc_hd__or3_1	220
sky130_fd_sc_hd__o21ai_1	90
sky130_fd_sc_hd__o21ai_4	450
sky130_fd_sc_hd__buf_4	570
sky130_fd_sc_hd__buf_4	680
sky130_fd_sc_hd__buf_4	560
sky130_fd_sc_hd__mux4_2	380
sky130_fd_sc_hd__mux2i_1	130
sky130_fd_sc_hd__mux2_2	390
sky130_fd_sc_hd__o22a_1	220
sky130_fd_sc_hd__inv_1	90
sky130_fd_sc_hd__fa_1	640
sky130_fd_sc_hd__fa_1	890
sky130_fd_sc_hd__fa_1	520
sky130_fd_sc_hd__fa_1	510
sky130_fd_sc_hd__fa_1	500
sky130_fd_sc_hd__inv_1	60
sky130_fd_sc_hd__fa_1	480
sky130_fd_sc_hd__inv_1	40
sky130_fd_sc_hd__ha_1	360
sky130_fd_sc_hd__a211oi_1	280
sky130_fd_sc_hd__o21ai_0	160
sky130_fd_sc_hd__a211o_1	310
sky130_fd_sc_hd__a21oi_1	150
sky130_fd_sc_hd__o21ai_0	190
sky130_fd_sc_hd__a2111oi_0	430
sky130_fd_sc_hd__nor3b_1	100
registers in the layout (all words and copies together) (netlist names):
signal          flops
data_out           40
k                   6
mult               32
state               3
acc                40
data_out_valid      1
dline             768
per-layer routing:
| metal | global-route usage | vias up | share of wire |
|---|---|---|---|
| met4 | 0.03516 | 0 | 0.024 |
| met1 | 0.2659 | 12260 | 0.43 |
| li1 | - | 10970 | - |
| met2 | 0.2428 | 1003 | 0.45 |
| met5 | 0.0008333 | - | 0 |
| met3 | 0.07726 | 165 | 0.098 |
kinds of logic (layout without fill, tap and decap cells):
kind of cell,count (synthesis),count (layout),synth area share
xor+xnor,57,57,0.01101
mux,285,285,0.1004
simple gates,310,310,0.03433
compound gates,508,508,0.07763
fa+ha+maj,392,392,0.1519
flops,890,890,0.5795
buf+inv,457,595,0.04523
stage by stage:
stage	cells	setup slack [ps]	cell area, µm²	hold slack [ps]
after floorplan	2899	15410	45340	351.9
after detailed placement	4368	12350	47360	404.5
after CTS	4537	12300	50290	411.5
final	4537	12390	50290	411.0
after global routing	4537	11510	50290	415.1
after global placement	4368	12510	47360	400.4
cell usage after synthesis, drive strengths merged, types with 81 or more instances:
cell | count | share of area
fa | 264 | 0.12
o21ai | 88 | 0.0099
mux2i | 85 | 0.019
o22ai | 109 | 0.015
inv | 324 | 0.027
ha | 128 | 0.035
dfrtp | 89 | 0.049
edfxtp | 800 | 0.53
o22a | 99 | 0.019
buf | 81 | 0.014
nand2 | 99 | 0.0082
mux4 | 128 | 0.064
Power is estimated from default activity; no workload was simulated.
